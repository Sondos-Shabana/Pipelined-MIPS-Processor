==> run.sh <==
#!/bin/bash
# OpenROAD 26Q1-2900-gdf79404cd8, Yosys 0.63+post, stock flow scripts
make -C /OpenROAD-flow-scripts/flow DESIGN_CONFIG=/design/flow/config.mk WORK_HOME=/design/flow/orfs finish
==> design.v <==
module mux4
#(
parameter WIDTH1 = 32,
parameter WIDTH2 = 32,
parameter WIDTH3 = 32,
parameter WIDTH4 = 32
)
(
input wire [1:0]sel,
input wire [WIDTH1-1:0]IN1,
input wire [WIDTH2-1:0]IN2,
input wire [WIDTH3-1:0]IN3,
output wire [WIDTH4-1:0]OUT
);
reg [WIDTH4-1:0]out_reg; 
assign OUT = out_reg;
always @ (*)
begin 
    case(sel)
2'b00: begin 
        out_reg = IN1;
        end 
2'b01:begin
       out_reg = IN2;
      end
2'b10:begin 
       out_reg = IN3;
      end 
default: 
     begin
     out_reg = IN1;
     end 
    endcase  
end 
endmodule
==> constraint.sdc <==
current_design mux4

set clk_period 5.2
set clk_io_pct 0.2

create_clock -name clk0 -period $clk_period

set non_clock_inputs [all_inputs -no_clocks]
set_input_delay [expr $clk_period * $clk_io_pct] -clock clk0 $non_clock_inputs
set_output_delay [expr $clk_period * $clk_io_pct] -clock clk0 [all_outputs]
==> config.mk <==
export PLATFORM = sky130hd
export DESIGN_NAME = mux4
export DESIGN_NICKNAME = mux4
export VERILOG_FILES = /design/flow/design.v
export SDC_FILE = /design/flow/constraint.sdc
export NUM_CORES = 4
export LEC_CHECK = 1
export CORE_AREA = 10 10 71 71
export DIE_AREA = 0 0 81 81
==> results.txt <==
CORE AREA: 3630 um2
Flops: 0
Count of tool warnings: 33
Least-Margin Pin Slew: 0.647 ns
Worst Setup EP: OUT[29]
Post-synth top cells: a22oi_1 (32), nand2_1 (32), o21ai_1 (30), buf_2 (10), buf_6 (3)
Worst Hold Class: input port to primary output
Final setup vio count: 0
Seq share, synth: 0
Hpwl dp: 3760 um
Internal power: 0.131 mW
Fin cells: 280
Syn Area/Cell: 5.64 um2
Rows: 22
Max-cap check violation count: 0
Highest Clock Rate: 241 MHz
CP max FO: 20
XOR/XNOR share of the synthesized area: 0
GPL Wtd Cong: 0.794
Switching Power: 0.0521 mW
Hold Vio Cnt, Final: 0
Vias: 1,262
Setup TNS: 0 ns
Slew Viols, Final: 0
# IOs: 130
Yosys top cell by area: a22oi_1
I/O Buffers: 130
TritonRoute pass-1 iters: 4
Routed WL: 4460 um
Sequential group share of total power: 0
Area Growth Syn to Fin: 205%
Yosys warns: 1
Vias/cell: 4.51
Die Span Y: 81 um
CP Capture Type: primary output
Sw frac: 0.284
Mux area share: 0
Largest net degree at the start of global routing: 37
Routed wire per std cell: 15.9 um
GRT overflow: 0
Max VDD drop: 0.0000546 V
Post-Synth AOI/OAI Area: 0.629
Adder share: 0.0393
Antenna Nets Post-Route: 0
Startpoint Class: input port
WL met1: 1720 um
Worst EP required: 4.16 ns
Hold Buf Count CTS: 0
DR top layer: met4
Residual DRC count: 0
Yosys top cell area share: 0.377
Fin crit period: 4.15 ns
Leak Pwr: 0.710 nW
Final core occ: 0.535
Vias in the first global route: 1,238
Outcome: complete, no violations
Global-route wire length before repair: 6530 um
PostCTS Resize Cnt: 0
Initial antenna violation count: 0
Yosys cell count: 113
CLK BUF: 0
Yosys stat chip area: 637 um2
Register area: 0 um2
Syn Std Cell Area: 637 um2
Post-Synth Simple-Gate Area: 0.189
Share of cells above drive strength 1: 0.0129
Cell variety after synth: 8
Cell area leaders: a22oi_1 (38%), o21ai_1 (24%), nand2_1 (19%)
Synth Instances: 113
DRT iter0 DRCs: 50
Pwr/cell area: 94.3 nW/um2
Final period util: 0.798
CP Data Arrival Time: 3.11 ns
Routed length on met3: 582 um
Slew Limit Headroom: 0.569
WS Path Type: input port to primary output
Critical path launch point: sel[0]
Post-CTS Setup Bufs: 0
Antenna cell count: 0
Power share of the clock group: 0
Cells after DPL: 280
Largest logic family: AND-OR/OR-AND gates
Total GRT Usage: 0.123
Combinational power share: 1.000
Die width: 81 um
Chip area: 6560 um2
Met2 WL: 2140 um
Unrepaired setup endpoints after global routing: no
Init Core Util: 0.175
## cell type report
class / count / area, um2
fillers: 336 / 1690
repair buffers: 132 / 1330
multi-input cells: 98 / 548
well taps: 48 / 60.1
inverters: 2 / 7.51
## worst min-delay path by stage
stage / from / endpoint / slack [ns] / cells past startpoint
6_report: IN1[23] / OUT[23] / 2.99 / 4
4_1_cts: IN1[23] / OUT[23] / 3.00 / 4
5_1_grt: IN1[14] / OUT[14] / 3.03 / 4
## layout by cell type, fill, tap and decap left out, drive strengths merged
cell type,n
clkdlybuf4s50,130
a22oi,32
nand2,32
o21ai,32
inv,2
ha,2
buf,2
## cell families (layout without fill, tap and decap cells)
family	Yosys count	count (layout)
AOI/OAI and AO/OA	64	64
adders and majority gates	2	2
buffers and inverters	15	134
and+or+nand+nor	32	32
## power groups by stage
stage	Clock, mW	Combinational (mW)	Sequential [mW]
global route	0	0.200	0
CTS	0	0.187	0
finish	0	0.183	0
## critical path: stages
cell and delay [ns]:
clkdlybuf4s50_1 0.48, ha_1 0.45, buf_4 0.34, a22oi_1 0.09
o21ai_0 0.20, clkdlybuf4s50_1 0.50
## per-stage QoR
step / cell area [um2] / setup WS [ns] / hold WS, ns / power [mW]
2_1_floorplan: 637 / 2.42 / 2.14 / 0.0485
3_3_place_gp: 1940 / 1.06 / 3.00 / 0.185
3_5_place_dp: 1940 / 1.03 / 2.99 / 0.186
4_1_cts: 1940 / 0.991 / 3.00 / 0.187
5_1_grt: 1940 / 0.855 / 3.03 / 0.200
6_report: 1940 / 1.05 / 2.99 / 0.183
## routing by layer
| layer | global-route usage | vias to the layer above |
|---|---|---|
| li1 | - | 659 |
| met1 | 0.142 | 525 |
| met2 | 0.214 | 76 |
| met3 | 0.0535 | 2 |
| met4 | 0.00692 | 0 |
| met5 | 0 | - |
Power and IR drop assume default switching activity.
