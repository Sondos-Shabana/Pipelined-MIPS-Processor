==> flow/design.v <==
module pipeline_register
#(
parameter WIDTH = 32
)
(
input wire CLK,
input wire rst,  
input wire CLR,  
input wire EN,  
input wire [WIDTH-1:0] InstrF,
input wire [WIDTH-1:0] PCPlus4F,  
output reg [WIDTH-1:0] InstrD,  
output reg [WIDTH-1:0] PCPlus4D
);
always @(posedge CLK,negedge rst) 
begin
if(!rst)
begin
InstrD <= 0 ;
PCPlus4D <=0;
end 
else if(CLR)
begin 
InstrD <= 0;
PCPlus4D <=0;
end 
else if(!EN)
begin
InstrD <= InstrD;
PCPlus4D <= PCPlus4D;
end 
else 
begin 
InstrD <= InstrF;
PCPlus4D <= PCPlus4F;
end 
end
endmodule
==> flow/run.sh <==
#!/bin/bash
# OpenROAD 26Q1-2900-gdf79404cd8, Yosys 0.63+post, stock flow scripts
make -C /OpenROAD-flow-scripts/flow DESIGN_CONFIG=/design/flow/config.mk WORK_HOME=/design/flow/orfs finish
==> flow/config.mk <==
export PLATFORM = sky130hd
export DESIGN_NAME = pipeline_register
export DESIGN_NICKNAME = pipeline_register
export VERILOG_FILES = /design/flow/design.v
export SDC_FILE = /design/flow/constraint.sdc
export NUM_CORES = 4
export LEC_CHECK = 1
export CORE_UTILIZATION = 40
==> flow/constraint.sdc <==
current_design pipeline_register

set clk_period 1.3
set clk_io_pct 0.2

create_clock -name clk0 -period $clk_period [get_ports {CLK}]

set non_clock_inputs [all_inputs -no_clocks]
set_input_delay [expr $clk_period * $clk_io_pct] -clock clk0 $non_clock_inputs
set_output_delay [expr $clk_period * $clk_io_pct] -clock clk0 [all_outputs]
==> reports/summary.txt <==
num ports: 132
global routing usage on met1: 0.285
first-pass iteration count of the detailed router: 4
final setup vio count: 0
fraction of layout instances using a drive strength above 1: 0.0795
yosys warning tally: 1
startpoint-to-endpoint class of the critical path: flop to output port
post-route antenna net violation count: 0
Min Hold Slack: 0.225 ns
chip area line of the yosys report: 2610 um2
setup clock skew after layout: 0 ns
Hold/Removal Path Class: input port to flop
minimum setup slack after placement: 0.214 ns
Synth Register Bits: 64
final cell utilization of the core: 0.659
die span in x: 82.8 um
Area Growth Syn to Fin: 59.4%
critical path launch point type: flop
HPWL reported at the end of detailed placement: 3960 um
combinational share of power: 0.149
minimum setup slack in the final design: 0.0761 ns
Clock Root Buffer: clkbuf_8
via count of the first global-routing pass: 1903
net load switching power: 986 uW
Final min period: 1.22 ns
met3 Track Usage GR: 0.0588
routed via count: 1961
Critical Path AT: 0.96 ns
maximum buffer depth of the clock tree: 2
Worst IR Drop VDD: 0.000673 V
unrepaired setup endpoints after global routing: no
capturing element type of the critical path: output port
Seq share, synth: 0.613
first-iteration detailed-routing DRC count: 63
total track usage: 0.183
quantity of I/O buffers inserted on ports: 131
worst-margin pin slew: 0.702 ns
Cell Area, Synth: 2610 um2
top cells by instance count after synthesis: dfrtp_1, mux2i_1, nor2_1
number of sinks driven by the clock tree: 64
gr ovfl total: 0
result of the run: finished clean
drt drc: 0
Top area cell types: dfrtp_1, mux2i_1, nor2_1, buf_8, buf_1
library cell with the largest summed area after synthesis: dfrtp_1
data required time of the worst path: 1.04 ns
final hold violation count: 0
Bufs and invs on worst path: 1
Routed WL per cell: 14.1 um
area share of the leading cell type in the synthesized netlist: 0.613
post-synthesis async set-or-reset flop share: 1.00
Detailed Route WL: 6030 um
TritonCTS clock tree: yes
cell family with most CP delay: flip-flops
clock insertion delay at the later pin of the skew report: 0.32 ns
cell total in the yosys stat output: 206
Tcrit/Tclk final: 0.941
Max transition margin: 0.530
static leakage: 0.00226 uW
number of cells in the finished layout apart from fillers: 429
Diodes inserted: 0
sequential group share of total power: 0.478
number of antenna violations at the first check in global routing: 0
Synth Instances: 206
Die Span Y: 82.8 um
count of final max-slew check failures: 0
synthesized area divided by synthesized cell count: 12.7 um2
Sw Share: 0.219
Row Count: 29
core region area: 6310 um2
largest net degree at the start of global routing: 59
routing layer with the top usage in global route: met1
wire length of the first global-routing pass: 9180 um
CP max-delay cell: dfrtp_1
dpl cells: 405
level count of the clock H-tree: 3
P_int: 3520 uW
max-cap violation count: 0
routability-driven placement congestion ratio: 0.734
ratio of total power to cell area: 1080 nW/um2
number of OpenROAD warnings: 26
number of distinct library cell variants in the gate-level netlist after synthesis: 7
number of flops mapped to enable cells by yosys: 0
sum of negative setup slack: 0 ns
CTS Buf Count: 9
predominant post-synthesis flop cell: dfrtp_1
M2 GR Usage: 0.266
highest fanout seen on the critical path: 2
Clock Power Share: 0.373
cell-by-cell trace of the critical path: dlygate4sd2_1
largest stage delay on the critical path: 0.39 ns
fillcell total: 494
Die Footprint: 6860 um2
clock slew at the register clock pins of the worst setup and hold paths: 0.07 ns
floorplan core density: 0.414
f_max: 817 MHz
via-per-instance ratio: 4.57
[placed cells by master (no fill, tap or decap)]
master	count
buf_4	7
bufinv_16	1
clkinv_2	2
clkbuf_1	2
clkdlybuf4s50_1	64
dlygate4sd2_1	64
mux2i_1	64
buf_2	2
nor2_1	64
dlygate4sd3_1	2
dfrtp_1	64
clkbuf_8	11
buf_12	5
[logic make-up (layout without fill, tap and decap cells)]
logic type	Yosys count	count (layout)	share of synthesized area
buffers and inverters	14	160	0.0494
AND/OR/NAND/NOR	64	64	0.0920
flip-flops	64	64	0.613
multiplexers	64	64	0.245
[power by group through the flow]
stage	Clock [uW]	Sequential, uW	Combinational [uW]
4_1_cts	1740	2150	687
5_1_grt	1810	2170	750
6_report	1680	2150	672
[stage by stage]
step           area [um2]  total power [uW]
5_1_grt              4160              4730
2_1_floorplan        2610              2420
3_3_place_gp         3980              2930
4_1_cts              4160              4590
3_5_place_dp         3980              2930
6_report             4160              4510
[worst paths after layout]
check	slack, ns	start	to	cells after the start
worst max-delay path	0.08	InstrD[3]	InstrD[3]	1
worst min-delay path	0.22	CLR	InstrD[20]	2
worst max register to register	0.49	InstrD[7]	InstrD[7]	3
worst min register to register	0.51	PCPlus4D[9]	PCPlus4D[9]	2
max in group asynchronous	0.33	rst	InstrD[18]	2
min in group asynchronous	0.52	rst	PCPlus4D[25]	2
[flip-flops by register name, indices dropped and copies added (netlist names)]
name      count
InstrD       32
PCPlus4D     32
[area by class of cell]
type                    instances  area (um2)  share of cell area
clock inverters                 3        40.0             0.00962
well taps                      77        96.3              0.0232
multi-input cells             128         881               0.212
flip-flops and latches         64        1600               0.385
repair buffers                144        1380               0.333
clock buffers                  13         159              0.0382
[routing by layer]
layer	wire length, um	vias up
met5	0	-
met4	71	0
met3	674	9
met2	2510	85
met1	2770	899
li1	-	968
[timing repair]
item | CTS | global route
setup endpoints to repair | 64 | 0
hold buffers | 2 | 0
resized | 64 | 0
buffers inserted | 6 | 0
hold endpoints to repair | 14 | 0
No activity file was given, so power comes from the tool's default toggle rates.
